### flow/config.mk
export PLATFORM = sky130hd
export DESIGN_NAME = RegisterFile
export DESIGN_NICKNAME = RegisterFile
export VERILOG_FILES = /design/flow/design.v
export SDC_FILE = /design/flow/constraint.sdc
export NUM_CORES = 4
export LEC_CHECK = 1
export CORE_UTILIZATION = 50
### flow/design.v
module RegisterFile(
    input wire Reset,
	input [4:0] Read_reg1, 
	input [4:0] Read_reg2, 
	input WE, 
	input CLK, 
	input [4:0] Write_reg, 
	input [31:0] Write_data, 
	output [31:0] Read_data1,
	output [31:0] Read_data2
	);
reg [31:0] regFile[1:31]; 
integer i;
assign Read_data1 = (Read_reg1 == 5'b0)? 0:regFile[Read_reg1];
assign Read_data2 = (Read_reg2 == 5'b0)? 0:regFile[Read_reg2];
always @(negedge CLK or posedge Reset) begin
    if (1 == Reset) begin 
        for(i = 1; i < 32; i=i+1)
        begin
            regFile[i] = 32'b0;
        end
    end
    else begin
        if (1 == WE && Write_reg != 0) begin
            regFile[Write_reg] = Write_data;
        end
    end
end
endmodule
### flow/run.sh
#!/bin/bash
# OpenROAD 26Q1-2900-gdf79404cd8, Yosys 0.63+post, stock flow scripts
make -C /OpenROAD-flow-scripts/flow DESIGN_CONFIG=/design/flow/config.mk WORK_HOME=/design/flow/orfs finish
### flow/constraint.sdc
current_design RegisterFile

set clk_period 6.4
set clk_io_pct 0.2

create_clock -name clk0 -period $clk_period [get_ports {CLK}]

set non_clock_inputs [all_inputs -no_clocks]
set_input_delay [expr $clk_period * $clk_io_pct] -clock clk0 $non_clock_inputs
set_output_delay [expr $clk_period * $clk_io_pct] -clock clk0 [all_outputs]
==> flow_summary.ini <==
; generated from flow reports
[sta]
clock_skew_ns = 0
finalSetupViolCount = 46
rsz0062_at_grt = yes
finalSetupTns_ns = -6.43
finalWorstSetupSlack_ns = -0.476
worst_pin_slew_ns = 1.11
drv_slew = 0
final_hold_viol_count = 0
relSlewSlack = 0.260
hold_ws_ns = 0.472

[place]
dp.cells = 6380
dp_hpwl_mm = 162
place_ws_ns = -0.579
gp_congestion = 1.04
port_buffers = 113

[synthesis]
netlist_area_um2 = 53100
compound_area_frac = 0.0696
edf_count = 0
netlist_instances = 5003
ys_sh_simple = 0.202
avgSynthCellArea_um2 = 10.6
topCombFamilyByArea = multiplexers
synth-adder-area-share = 0
yosys_warnings = 2
yosys.stat.chipArea_um2 = 53100
ff_type = dfrtn_1
async_flop_share = 1.00
mux_area_frac = 0.213
yosysSeqAreaShare = 0.468
ys_sh_xor = 0
synth_cell_types = 79
numSynthFlops = 992
ys_cells = 5003

[final_layout]
drive_gt1_frac = 0.394
layout.area.comb_um2 = 27700
syn2layout_area_growth_pct = 21.9
final_util = 0.614
seq_area_um2 = 24800
fillCellCount = 8264
instances_no_fill = 6670
largest_reg_flops = 992

[die]
initCoreUtil = 0.504
dieWidth_um = 328
coreArea_um2 = 105000
chip_area_um2 = 107000
die_h_um = 328
rows = 119
ioPinCount = 114

[clock_tree]
ctsLongestPathBuffers = 3
clkTransAtPathRegs_ns = 0.05
cts_sinks = 992
cts_buffers = 111
h-tree-depth = 3
clk_latency_ns = 0.66
clock-root-buffer = clkbuf_16
cts_tree = done

[route]
routed_via_density = 7.44
num_vias = 49649
ant_nets = 0
dr.pass1.iters = 9
drt_iter0_drc = 6180
drcViolationCount = 0
wl_per_cell_um = 39.2
postRouteWirelength_mm = 261

[global_routing]
grt_usage = 0.510
grt_max_degree = 116
grt-ovfl-total = 0
grt_pass1_wl_mm = 368
antenna_found_initial = 20
grt_pass1_vias = 48466

[worst_setup_path]
arrival_ns = 5.60
critPathMaxFanout = 3
endpoint_kind = output port
cp-start-kind = register
cp.required_ns = 5.12
worst-setup-path-type = reg -> out

[run_status]
violations = negative setup slack
outcome = complete, but fails checks

[power_and_ir_drop]
p_leak_nw = 27.8
p_per_area_nw_per_um2 = 291
ir_drop_mv = 0.331

[flow_run]
warning_count = 40
max-cap-violations = 0

[hold_path]
hp-class = reg -> reg
-- critical path, cell delays in order (launching register included) --
cell and delay [ns]:
dfrtn_1 0.38, and3_1 0.16, a2111o_1 0.39, nor4_1 0.36, a31oi_1 0.15, buf_4 0.19, buf_6 0.11
-- routing by layer --
layer / vias to the layer above / wire (um) / track usage / share of wire
met5: - / 489 / 0.0306 / 0.0019
met4: 30 / 22000 / 0.312 / 0.084
met3: 1320 / 44500 / 0.306 / 0.17
met2: 4268 / 104000 / 0.663 / 0.40
met1: 24626 / 90300 / 0.655 / 0.35
li1: 19405 / - / - / -
-- final timing paths --
kind                            startpoint         endpoint  slack [ns]  cells past startpoint
max                        regFile[19][31]   Read_data1[31]       -0.48                      6
min                        regFile[24][25]  regFile[24][25]        0.47                      1
max reg2reg                regFile[16][26]  regFile[16][26]        5.37                      2
min reg2reg                regFile[24][25]  regFile[24][25]        0.47                      1
max in group asynchronous            Reset  regFile[12][22]        1.24                      3
min in group asynchronous            Reset  regFile[15][25]        4.42                      3
-- report_power, final --
part / switching [mW] / internal, mW
registers: 1.09 / 7.61
clock network: 2.77 / 4.13
logic: 1.60 / 1.63
total: 5.46 / 13.4
-- synthesized netlist by cell type, drive strengths merged (5+ instances only) --
library cell	instances	area, um2
a2111oi	24	283
a21oi	105	526
a221o	21	210
a222oi	20	200
a22o	26	228
a22oi	181	1360
a31oi	44	275
a32o	9	90.1
a41oi	5	43.8
and2	28	178
and3	115	734
and3b	11	96.3
and4	33	289
and4b	5	50.1
buf	316	1570
clkbuf	256	961
dfrtn	992	24800
inv	6	22.5
mux2	997	11200
nand2	37	139
nand2b	8	52.6
nand3	1193	5980
nand3b	9	96.3
nand4	302	1890
nand4b	7	61.3
nor2	44	210
nor2b	12	75.1
nor3	18	100
nor3b	11	108
nor4	85	538
o211ai	6	45.0
o21ai	20	100
o31a	7	61.3
-- cells in the final DEF, fill, tap and decap left out, types with 13 or more instances in the layout --
cell,count
and3_1,91
nor2_4,25
clkbuf_8,22
a31oi_1,23
nand3_1,1161
nand3_2,28
a22oi_1,178
dfrtn_1,992
nor4_1,19
clkinv_2,21
nor4_2,50
bufinv_16,15
buf_6,23
a21oi_2,20
clkbuf_16,115
and3_4,24
clkdlybuf4s50_1,42
a21oi_1,79
nand2_1,23
a2111oi_4,19
a22o_1,26
nor4_4,16
nand4_1,302
clkbuf_1,23
nor3_1,13
nand2_2,13
a221o_1,21
and4_1,29
buf_2,63
a222oi_1,20
buf_4,371
mux2_2,991
buf_12,130
and2_1,23
-- logic make-up after synthesis --
group / count (synthesis)
compound gates: 499
buf+inv: 579
flops: 992
mux: 1002
simple gates: 1931
-- final cells by class --
type,instances,area share
Antenna cell,10,0.000387
Clock buffer,160,0.0505
Clock inverter,44,0.00964
Inverter,7,0.000464
Multi-Input combinational cell,3432,0.429
Sequential cell,992,0.384
Tap cell,1391,0.0269
Timing Repair Buffer,634,0.0992
-- through the flow --
stage / total power, mW / area [um2]
3_5_place_dp: 11.6 / 58700
4_1_cts: 18.7 / 64100
6_report: 18.8 / 64700
5_1_grt: 19.4 / 64600
3_3_place_gp: 11.6 / 58700
2_1_floorplan: 10.2 / 53100
-- what timing repair did --
action	CTS	global route
setup buffers	78	14
pin swaps	220	109
resized	418	98
setup endpoints to repair	64	62
hold buffers	0	0
No activity file was given, so power comes from the tool's default toggle rates.
