==> design/flow/design.v <==
module ALU32(
	input wire [2:0] ALUopcode,
	input wire [31:0] rega,
	input wire [31:0] regb,
	output wire zero,
	output wire sign,
	output reg [31:0] result
	);
assign zero = (result==0)? 1:0;
assign sign = result[31];
always @(ALUopcode or rega or regb) begin
	case(ALUopcode)
		3'b000: result = rega + regb;
		3'b001: result = rega - regb;
		3'b010: result = (rega < regb)? 1:0;
        3'b011:begin
        if(rega < regb && (rega[31] == regb[31]))
            result = 1;
        else if(rega[31] == 1 && regb[31] == 0) result =  1;
        else result = 0;
        end
        3'b100: result = regb << rega;
		3'b101: result = rega | regb;
		3'b110: result = rega & regb;
		3'b111: result = (~rega & regb) | (rega & ~regb);
		default: begin
			result = 0;
		end
		endcase
end
endmodule
==> design/flow/run.sh <==
#!/bin/bash
# OpenROAD 26Q1-2900-gdf79404cd8, Yosys 0.63+post, stock flow scripts
make -C /OpenROAD-flow-scripts/flow DESIGN_CONFIG=/design/flow/config.mk WORK_HOME=/design/flow/orfs finish
==> design/flow/config.mk <==
export PLATFORM = sky130hd
export DESIGN_NAME = ALU32
export DESIGN_NICKNAME = ALU32
export VERILOG_FILES = /design/flow/design.v
export SDC_FILE = /design/flow/constraint.sdc
export NUM_CORES = 4
export LEC_CHECK = 1
export CORE_UTILIZATION = 30
==> design/flow/constraint.sdc <==
current_design ALU32

set clk_period 18.6
set clk_io_pct 0.2

create_clock -name clk0 -period $clk_period

set non_clock_inputs [all_inputs -no_clocks]
set_input_delay [expr $clk_period * $clk_io_pct] -clock clk0 $non_clock_inputs
set_output_delay [expr $clk_period * $clk_io_pct] -clock clk0 [all_outputs]
==> impl_metrics.toml <==
# physical design summary
[floorplanning]
core_util_floorplan = 0.305
die_w_um = 156
rows = 56
die_area_sq_um = 24400
core_area_sq_um = 23400
chipHeight_um = 156
io_pins = 101

[sta]
relSlewSlack = 0.429
slew_violations = 0
timing.final.crit_period_ns = 13.16
finalClockPeriodUsage = 0.708
finalHoldViolations = 0
setup_violations = 0
setup_tns_ns = 0
rsz0062_at_grt = "false"
maxClockFrequency_mhz = 76.0
worstMarginPinSlew_ns = 0.848

[yosys]
avgSynthCellArea_sq_um = 6.72
seq_area_frac_synth = 0
ys_types = 87
synth_cells = 1061
ys_chip_area_sq_um = 7130
synth_area_sq_um = 7130
ys_cells = 1061
ys.warnings.count = 1

[global_route]
grt.total_usage = 0.260
overflow = 0
grt_first_pass_wirelength_mm = 47.6
grt_max_degree = 52
antenna_found_initial = 0
grt_pass1_vias = 7754

[run_status]
status = "complete, no violations"

[worst_setup_path]
end_kind = "primary output"
arrival_ns = 9.44
slowest_stage = "or4_1"
required_ns = 14.88
path_cells = "clkdlybuf4s50_1 -> buf_4 -> inv_2 -> ha_1 -> nor2_1 -> o311ai_1 -> nand3_1 -> a21bo_1 -> xnor2_1 -> o221ai_1 -> or3_1 -> or4_1 -> or4_1 -> or4b_1 -> nor4b_2 -> and3b_1 -> clkdlybuf4s50_1"
cp-start-kind = "input port"
critical-path-max-stage-delay_ns = 0.55
cp_max_fo = 26
critPathKind = "input port to primary output"

[layout]
nClkBuffers = 0
nFillCells = 2512
post_route_cells_drive_above_1_share = 0.0581
flop_area_sq_um = 0
area_growth_pct = 16.5
flops = 0

[clock_tree]
cts_resized = 0
hold_buffers = 0
cts_setup_buffers = 0

[detailed_routing]
num_antenna_cells = 0
vias = 8381
drt-pass1-iter-count = 5
via_per_inst = 5.90
drc = 0
drt_iter0_markers = 841
wl_per_cell_um = 22.0
wirelength_mm = 31.2
ant_nets = 0

[hold_path]
hold_path_depth = 6
min_from = "ALUopcode[0]"
hold_end = "result[27]"
min_path_type = "input port to primary output"

[place]
gp_congestion = 0.997
portBuffers = 101
dp_hpwl_mm = 24.6

[pwr]
p_leak_nw = 3.57
power_mw = 0.270
p_per_area_nw_per_um2 = 32.5
irDropWorstVdd_mv = 0.0128

[run]
warning_count = 96
maxCapViolCount = 0
[report_power, final]
part           switching, mW  leakage (nW)  internal [mW]
Sequential                 0             0              0
Combinational          0.159          3.57          0.111
Clock                      0             0              0
[logic make-up (layout without fill, tap and decap cells)]
logic type | after synthesis | after routing | synth area share
compound gates | 364 | 364 | 0.337
fa+ha+maj | 98 | 98 | 0.174
xor+xnor | 22 | 22 | 0.0270
buf+inv | 175 | 216 | 0.100
simple gates | 305 | 305 | 0.204
mux | 97 | 97 | 0.158
[cell usage in the layout, fill, tap and decap left out, types with 4 or more instances in the layout]
| cell type | instances |
|---|---|
| nand3_1 | 17 |
| o41ai_1 | 4 |
| o21ai_0 | 66 |
| a311oi_1 | 4 |
| a221oi_1 | 5 |
| a21o_1 | 18 |
| nand4_1 | 7 |
| o21ai_1 | 6 |
| nor3b_1 | 4 |
| xnor2_1 | 19 |
| a211oi_1 | 22 |
| inv_1 | 96 |
| o211ai_1 | 15 |
| o21a_1 | 5 |
| a22oi_1 | 8 |
| o31ai_1 | 11 |
| mux2_2 | 14 |
| nor2_1 | 80 |
| or2_2 | 5 |
| clkdlybuf4s50_1 | 99 |
| buf_4 | 16 |
| or4_1 | 6 |
| nor4_1 | 15 |
| mux4_2 | 9 |
| o22ai_1 | 33 |
| o21bai_1 | 7 |
| mux2i_1 | 69 |
| a31oi_1 | 7 |
| or3_1 | 6 |
| a221o_1 | 4 |
| ha_1 | 96 |
| nor3_1 | 35 |
| a21oi_1 | 96 |
| nand2b_1 | 15 |
| nor2b_1 | 7 |
| o221ai_1 | 11 |
| nand2_1 | 95 |
[how the worst max path moves through the flow]
| stage | from | to | depth (start not counted) |
|---|---|---|---|
| final | rega[2] | zero | 17 |
| after global routing | rega[2] | zero | 17 |
| after CTS | rega[2] | zero | 17 |
[cell usage after synthesis (3+ instances only)]
cell,instances,share of area
buf_4,6,0.0063
o211a_1,3,0.0042
o31ai_1,11,0.012
a31oi_1,7,0.0061
a221o_1,4,0.0056
o41ai_1,4,0.0049
nor3b_1,4,0.0042
o221ai_1,11,0.014
nand2b_1,15,0.013
ha_1,96,0.17
mux2_2,14,0.022
a21oi_1,96,0.067
clkbuf_1,39,0.021
a22oi_1,8,0.0084
nand2_1,95,0.050
nor2_1,80,0.042
o21ai_0,66,0.046
or3_1,6,0.0053
inv_1,96,0.051
and3_1,3,0.0026
o21a_1,5,0.0053
mux4_2,9,0.028
o211ai_1,15,0.016
a311oi_1,4,0.0049
nand3_1,17,0.012
a221oi_1,5,0.0061
a21o_1,18,0.019
nor3_1,35,0.025
inv_2,3,0.0016
or2_2,5,0.0044
o21bai_1,7,0.0074
o22ai_1,33,0.029
buf_1,13,0.0068
nor2b_1,7,0.0061
o32ai_1,3,0.0037
nand4_1,7,0.0061
buf_2,15,0.011
nor4_1,15,0.013
o21ai_2,3,0.0037
xor2_1,3,0.0037
xnor2_1,19,0.023
mux2i_1,69,0.097
a211oi_1,22,0.023
o21ai_1,6,0.0042
or4_1,6,0.0063
[metrics by stage]
| stage | cell area (sq um) | utilization | hold slack [ns] | worst slack (ns) | cells |
|---|---|---|---|---|---|
| 3_5_place_dp | 8310 | 0.355 | 8.63 | 5.57 | 1421 |
| 2_1_floorplan | 7130 | - | 7.60 | 7.08 | 1061 |
| 3_3_place_gp | 8310 | 0.355 | 8.61 | 5.59 | 1421 |
| 6_report | 8310 | 0.355 | 8.63 | 5.44 | 1421 |
| 5_1_grt | 8310 | 0.355 | 8.70 | 5.07 | 1421 |
| 4_1_cts | 8310 | 0.355 | 8.63 | 5.54 | 1421 |
[metal layers]
layer,GRT usage,vias to the layer above,share of wire,wire length [um]
met5,0,-,0,0
met2,0.392,392,0.43,13500
met4,0.0542,0,0.025,769
met3,0.0487,46,0.086,2700
li1,-,3979,-,-
met1,0.384,3964,0.46,14200
[cell type report]
type,instances,area (sq um),share of cell area
multi-input combinational,886,6420,0.772
timing repair buffer,116,1120,0.134
tap,319,399,0.0480
inverter,100,375,0.0452
[critical path: cells and delay by family]
kind	cells	cell delay, ns
buf+inv	4	1.48
simple gates	8	2.72
compound gates	3	0.87
fa+ha+maj	1	0.52
xor+xnor	1	0.11
No activity file was given, so power comes from the tool's default toggle rates.
