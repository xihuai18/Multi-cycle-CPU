[flow/config.mk]
export PLATFORM = sky130hd
export DESIGN_NAME = RAM
export DESIGN_NICKNAME = RAM
export VERILOG_FILES = /design/flow/design.v
export SDC_FILE = /design/flow/constraint.sdc
export NUM_CORES = 4
export LEC_CHECK = 1
export CORE_UTILIZATION = 40
[flow/constraint.sdc]
current_design RAM

set clk_period 16.6
set clk_io_pct 0.2

create_clock -name clk0 -period $clk_period

set non_clock_inputs [all_inputs -no_clocks]
set_input_delay [expr $clk_period * $clk_io_pct] -clock clk0 $non_clock_inputs
set_output_delay [expr $clk_period * $clk_io_pct] -clock clk0 [all_outputs]
[flow/design.v]
module RAM(
	input [31:0] Daddr,
	input [31:0] DataIn,
	input RD,     
	input WR,     
	output [31:0] DataOut 
	);
reg [7:0] memory [0:63];
assign DataOut[31:24] = (RD==1)? 8'bz: memory[Daddr];
assign DataOut[23:16] = (RD==1)? 8'bz:memory[Daddr+1];
assign DataOut[15:8] = (RD==1)? 8'bz:memory[Daddr+2];
assign DataOut[7:0] = (RD==1)? 8'bz:memory[Daddr+3];
always @(Daddr or DataIn or RD or WR) begin
	if(0 == WR) begin
		memory[Daddr] <= DataIn[31:24];
		memory[Daddr+1] <= DataIn[23:16];
		memory[Daddr+2] <= DataIn[15:8];
		memory[Daddr+3] <= DataIn[7:0];
	end
end
endmodule
[flow/run.sh]
#!/bin/bash
# OpenROAD 26Q1-2900-gdf79404cd8, Yosys 0.63+post, stock flow scripts
make -C /OpenROAD-flow-scripts/flow DESIGN_CONFIG=/design/flow/config.mk WORK_HOME=/design/flow/orfs finish
==> results.yml <==
# physical design summary
status:
  status: "stopped before the end"
  haltStage: "global routing (5_1_grt)"
  first-error: "[ERROR GRT-0116] Global routing finished with congestion. Check the congestion regions in the DRC Viewer."
global_route:
  gr-total-overflow: 3435
  grt_start_max_net_pins: 48
  grt_pass1_vias: 65514
  grt_first_pass_wirelength_um: 656000
  track_usage_pct: 98.5
clock_network:
  cts_resized: 0
  hold_buffers: 0
  postCtsSetupBuffers: 0
placement:
  place_congestion: 1.51
  post_dp_cell_area_sq_um: 43100
  numPortBuffers: 71
  dp_hpwl_um: 305000
  dp_cells: 7220
yosys:
  syn_area_sq_um: 38800
  yosys_warnings: 6
  top_area_cell: "dlxtn_1"
  synth_top_cell_by_count: "nand2_1"
  synthTopCellsByCount: "nand2_1, a21oi_1, a22oi_1"
  yosys_cells: 6051
  ff_type: "dlxtn_1"
  syn_inst: 6051
  yosysTopAreaCellShare_pct: 19.8
  async_flop_share_pct: 0
  ys_area_sq_um: 38800
  synth_cell_types: 90
  ys_top_cells_by_area: "dlxtn_1, a22oi_1, mux2i_1"
  edf_count: 0
  ys_ff: 512
  synth.avg_cell_area_sq_um: 6.41
sta:
  untimed_endpoints: 512
  unclocked_pins: 512
die:
  die_x_um: 313
  io_pins: 98
  fp_util_pct: 40.6
  fp.dieH_um: 313
  rows: 113
==> cells by family after synthesis <==
kind of cell,share of synthesized area [%]
adders and majority gates,0.0903
muxes,10.7
latches,19.8
buffers and inverters,7.17
and+or+nand+nor,21.9
AOI/OAI and AO/OA,40.1
xor gates and xnor gates,0.284
==> stage by stage <==
step                      setup slack, ps  total power [mW]  hold slack, ps
after detailed placement             4470              1.36            8300
after global placement               4470              1.37            8290
after floorplan                      6980             0.677            7130
after CTS                            4460              1.37            8310
==> per-layer routing <==
| layer | GRT overflow | global-route usage [%] |
|---|---|---|
| met1 | 578 | 98.1 |
| met2 | 1397 | 104 |
| met3 | 640 | 95.4 |
| met4 | 746 | 95.5 |
| met5 | 74 | 85.8 |
Power figures rest on the tool's default switching activity, not on a simulated workload.
